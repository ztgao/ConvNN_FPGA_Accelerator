**flow/config.mk**
```make
export PLATFORM = sky130hd
export DESIGN_NAME = conv_layer_controller
export DESIGN_NICKNAME = conv_layer_controller
export VERILOG_FILES = /design/flow/design.v
export SDC_FILE = /design/flow/constraint.sdc
export NUM_CORES = 4
export LEC_CHECK = 1
export CORE_AREA = 10 10 70 70
export DIE_AREA = 0 0 80 80
```
**flow/constraint.sdc**
```tcl
current_design conv_layer_controller

set clk_period 2.2
set clk_io_pct 0.2

create_clock -name clk0 -period $clk_period [get_ports {clk}]

set non_clock_inputs [all_inputs -no_clocks]
set_input_delay [expr $clk_period * $clk_io_pct] -clock clk0 $non_clock_inputs
set_output_delay [expr $clk_period * $clk_io_pct] -clock clk0 [all_outputs]
```
**flow/design.v**
```verilog
module conv_layer_controller(
	clk,
	rst_n,
	enable,
	input_interface_ack,
	input_interface_cmd,
	current_state
);
parameter	WIDTH				=	32;
parameter	KERNEL_SIZE			=	3;	 
parameter	IMAGE_SIZE			=	8;
parameter	ARRAY_SIZE			=	6;
parameter	ADDR_WIDTH			=	6;
parameter	ROM_DEPTH			=	64;
parameter	ACK_IDLE			=	2'd0;
parameter	ACK_PRELOAD_FIN		=	2'd1;
parameter	ACK_SHIFT_FIN		=	2'd2;
parameter	ACK_LOAD_FIN		=	2'd3;
parameter	CMD_IDLE			=	2'd0;
parameter	CMD_PRELOAD_START	=	2'd1;
parameter	CMD_SHIFT_START		=	2'd2;
parameter	CMD_LOAD_START		=	2'd3;
parameter	TOTAL_WEIGHT		=	4;
parameter	TOTAL_SHIFT			=	ARRAY_SIZE;
input					clk;
input					rst_n;
input					enable;
input	[1:0]			input_interface_ack;
output 	[1:0]			input_interface_cmd;
reg		[1:0]			input_interface_cmd;
reg		[1:0]			weight_cycle;
reg		[2:0]			shift_cycle;
output	[2:0]			current_state;
reg		[2:0]			current_state;
reg		[2:0]			next_state;
parameter	STAGE_INIT			=	3'd0;
parameter	STAGE_PRELOAD		=	3'd1;	
parameter	STAGE_SHIFT			=	3'd2;
parameter	STAGE_LOAD			=	3'd3;
always @(posedge clk, negedge rst_n) begin
	if(!rst_n) begin
		current_state	<=	STAGE_INIT;
	end
	else begin
		if (enable)
			current_state	<=	next_state;
		else
			current_state	<= 	current_state;
	end
end
always @(current_state, input_interface_ack, weight_cycle) begin
	case (current_state)
		STAGE_INIT: begin
			next_state	=	STAGE_PRELOAD;
		end
		STAGE_PRELOAD: begin
			if ( input_interface_ack == ACK_PRELOAD_FIN )
				next_state	=	STAGE_SHIFT;
			else
				next_state	=	STAGE_PRELOAD;
		end
		STAGE_SHIFT: begin
			if ( input_interface_ack == ACK_SHIFT_FIN ) begin
				if ( weight_cycle == TOTAL_WEIGHT - 1  ) begin
					if ( shift_cycle  == TOTAL_SHIFT - 1 )
						next_state	<=	STAGE_PRELOAD;
					else
						next_state	=	STAGE_LOAD;
				end
				else
					next_state	=	STAGE_SHIFT;
			end
			else
				next_state	= STAGE_SHIFT;
		end
		STAGE_LOAD: begin
			if (input_interface_ack	==	ACK_LOAD_FIN)
				next_state	=	STAGE_SHIFT;
			else
				next_state	=	STAGE_LOAD;
		end
		default:
			next_state	= current_state;
	endcase		
end
always @(posedge clk, negedge rst_n) begin
	if(!rst_n)
		input_interface_cmd	<=	CMD_IDLE;
	else begin
		case (current_state)
			STAGE_INIT:
				input_interface_cmd <=	CMD_PRELOAD_START;
			STAGE_PRELOAD:
				if ( input_interface_ack == ACK_PRELOAD_FIN )
					input_interface_cmd	<=	CMD_SHIFT_START;
				else
					input_interface_cmd	<=	CMD_IDLE;
			STAGE_SHIFT:
				if ( input_interface_ack == ACK_SHIFT_FIN) begin
					if ( weight_cycle == TOTAL_WEIGHT - 1 ) begin
						if ( shift_cycle  == TOTAL_SHIFT - 1 )
							input_interface_cmd	<=	CMD_PRELOAD_START;
						else
							input_interface_cmd	<=	CMD_LOAD_START;
					end	
					else
						input_interface_cmd	<=	CMD_SHIFT_START;
				end
				else
					input_interface_cmd	<= CMD_IDLE;
			STAGE_LOAD:
				if ( input_interface_ack == ACK_LOAD_FIN)
					input_interface_cmd	<=	CMD_SHIFT_START;
				else
					input_interface_cmd	<=	CMD_IDLE;
			default:
				input_interface_cmd	<=	CMD_IDLE;
		endcase
	end
end
always @(posedge clk, negedge rst_n) begin
	if(!rst_n) 	
		weight_cycle	<=	2'd0;
	else if ( input_interface_ack == ACK_SHIFT_FIN) begin
		if ( weight_cycle == TOTAL_WEIGHT - 1 )
			weight_cycle	<=	2'd0;
		else
			weight_cycle	<=	weight_cycle	+ 1'd1;
	end 
	else
		weight_cycle	<=	weight_cycle;	
end
always @(posedge clk, negedge rst_n) begin
	if(!rst_n) 	
		shift_cycle		<=	3'd0;
	else if (input_interface_ack == ACK_SHIFT_FIN) begin
		if ( weight_cycle == TOTAL_WEIGHT - 1)
			shift_cycle		<=	shift_cycle	+ 1'b1;
		else
			shift_cycle		<=	shift_cycle;
	end
	else if ( shift_cycle == TOTAL_SHIFT)
		shift_cycle		<=	3'd0;
end
endmodule
```
**flow/run.sh**
```bash
#!/bin/bash
# OpenROAD 26Q1-2900-gdf79404cd8, Yosys 0.63+post, stock flow scripts
make -C /OpenROAD-flow-scripts/flow DESIGN_CONFIG=/design/flow/config.mk WORK_HOME=/design/flow/orfs finish
```
==> results.py <==
# Synthesis and PnR figures
metrics = {
    "synth": {
        "yosysWarnings": 1,
        "yosys_cells": 51,
        "synth_cell_type_count": 26,
        "synth_sequential_area_ratio": 0.411,
        "number_of_standard_cells_after_synthesis": 51,
        "post_synth.cell_area_avg_um2": 10.7,
        "yosys_register_bits": 9,
        "synth.yosys.chip_area_um2": 548,
        "netlist_area_um2": 548,
    },
    "power": {
        "power_leakage_nw": 0.271,
        "vdd.ir_drop.worst_uv": 221,
        "power_density_mw_per_mm2": 1030,
        "clkPwrFrac": 0.177,
        "seq_pwr_share": 0.454,
        "cellInternalPower_w": 0.000462,
        "comb_power_share": 0.369,
        "switching_share": 0.334,
        "finalPower_w": 0.000694,
        "net-switching-power_w": 0.000232,
    },
    "routing": {
        "drt-initial-drc-count": 70,
        "drc": 0,
        "ant_nets": 0,
        "dr.pass1.iters": 4,
        "antenna-diode-count": 0,
        "avgViaCountPerCell": 3.84,
        "routed-via-count": 403,
        "wl_per_cell_um": 9.75,
        "drt-total-wl_um": 1020,
    },
    "critical_path": {
        "cp_slowest_stage_delay_ns": 0.53,
        "critical_path.max_fanout": 10,
        "critical_path.startpoint_type": "flop",
        "timing.critical_path.required_ns": 1.76,
        "cp_num_buf_inv": 1,
        "crit_cells": 1,
        "critical_path.top_delay_family": "buffers and inverters",
        "critPathKind": "reg2out",
        "critPathArrivalTime_ns": 1.31,
        "worst-r2r-cell-count": 4,
        "cp-end-kind": "output pin",
        "critical-path-slowest-cell": "clkdlybuf4s50_1",
        "critical_path.cell_chain": "clkdlybuf4s50_1",
    },
    "clock_network": {
        "clock_sinks": 9,
        "htree_levels": 1,
        "post_cts_hold_fix_bufs": 0,
        "numCtsBuffers": 3,
        "ctsRootBufferMaster": "clkbuf_4",
        "post-cts-setup-buffer-count": 0,
        "post_cts_resize_count": 0,
        "cts.reportedPaths.clkPinSlew_ns": 0.06,
        "insertion_delay_at_the_late_pin_of_the_worst_skew_pair_ns": 0.25,
        "cts_tree": "done",
        "clockBufferDepth": 2,
    },
    "min_path": {
        "path_type_of_the_worst_min_delay_path": "in2async",
    },
    "placement": {
        "placed_cells": 101,
        "routabilityCongestion": 0.798,
        "final_hpwl_from_detailed_placement_um": 808,
        "buffer_ports.inserted": 8,
    },
    "final_timing": {
        "timing.final.crit_share": 0.797,
        "final-hold-violation-count": 0,
        "final.setup.tns_ns": 0,
        "timing.clock.skew_ns": 0.00268,
        "finalWorstPathRequiredPeriod_ns": 1.75,
        "finalSetupViolations": 0,
        "rsz_0062_raised_after_global_routing": "no",
        "clock.fmax_mhz": 571,
        "timing.final.max_slew_violations": 0,
    },
    "cells_and_area": {
        "final_common_cell": "dfrtp_1",
        "commonest_cells_after_routing_fill_and_taps_aside": "9 x dfrtp_1, 8 x clkdlybuf4s50_1, 4 x inv_1, 4 x a21oi_1, 4 x ha_1",
        "syn_to_final_growth_pct": 22.4,
        "post_layout_nonfiller_instances": 105,
        "drive_above_1_share": 0.136,
    },
    "flow_run": {
        "max_cap_viols": 0,
        "log_warnings": 27,
    },
    "floorplanning": {
        "core_mm2": 0.00342,
        "std_cell_rows": 21,
        "die_y_um": 80,
        "floorplan.core_util": 0.160,
        "dieWidth_um": 80,
        "design.die.area_mm2": 0.00640,
        "io_pins": 10,
    },
    "global_routing": {
        "grt_remaining_overflow": 0,
        "grt_pass1_wl_um": 1660,
        "grt_max_degree": 11,
        "vias_in_the_first_global_route": 360,
        "initial_antenna_violation_count": 0,
        "grt_usage": 0.0322,
    },
    "status": {
        "outcome": "finished, final reports clean",
    },
}
## final cells by class
cell class | count | area [µm²]
fillers | 378 | 2750
multi-input cells | 34 | 267
flip-flops and latches | 9 | 225
repair buffers | 8 | 80.1
well taps | 46 | 57.6
clock buffers | 4 | 26.3
inverters | 4 | 15.0
## flip-flops by register name (all words and copies together), names as in the netlist
register,cells
input_interface_cmd,2
shift_cycle,3
current_state,2
weight_cycle,2
## cell usage after synthesis
library cell	instances	area, µm²
mux2i_1	1	10.0
nor2b_4	1	13.8
buf_6	3	33.8
o211ai_1	1	7.51
dfrtp_1	9	225
nand4_1	1	6.26
o21ai_2	1	8.76
ha_1	4	50.1
nor2_1	3	11.3
mux2_4	2	30.0
nand3_1	2	10.0
o41ai_2	1	16.3
buf_4	1	7.51
nand2b_1	1	6.26
o21ai_0	1	5.00
o22ai_1	1	6.26
nand4b_1	2	17.5
a311oi_1	1	8.76
a21oi_1	4	20.0
inv_1	4	15.0
a31oi_1	1	6.26
o21ai_1	1	5.00
nand3b_1	1	7.51
conb_1	1	3.75
nand2_1	2	7.51
o221ai_1	1	8.76
## logic make-up (layout without fill, tap and decap cells)
logic type,after synthesis,count (layout),synth area share
simple gates,13,13,0.146
flops,9,9,0.411
compound gates,13,13,0.169
buf+inv,8,16,0.103
fa+ha+maj,4,4,0.0913
mux,3,3,0.0731
other cells,1,1,0.00684
## power groups by stage
stage         logic, W  registers (W)  clock network (W)
CTS           0.000263       0.000314           0.000128
finish        0.000256       0.000315           0.000123
global route  0.000288       0.000329           0.000144
## stage by stage
stage	util	area [µm²]	hold WS (ns)	setup WS, ns
after floorplan	-	548	0.144	1.05
after global placement	0.189	644	0.504	0.455
after detailed placement	0.189	644	0.518	0.425
after CTS	0.196	671	0.481	0.438
after global routing	0.196	671	0.496	0.349
final	0.196	671	0.476	0.448
## layer usage
| layer | track usage | vias to the layer above | wire, µm |
|---|---|---|---|
| met3 | 0.0227 | 2 | 124 |
| met1 | 0.0428 | 190 | 478 |
| li1 | - | 199 | - |
| met5 | 0 | - | 0 |
| met4 | 0.00352 | 0 | 15 |
| met2 | 0.0425 | 12 | 406 |
## path summary, 6_finish.rpt
kind | to | startpoint | slack, ns
min in group clk0 | weight_cycle[1] | weight_cycle[1] | 0.52
setup / recovery | current_state[0] | current_state[0] | 0.45
hold / removal | input_interface_cmd[1] | rst_n | 0.48
setup reg to reg | input_interface_cmd[1] | weight_cycle[0] | 0.96
max in group asynchronous | shift_cycle[0] | rst_n | 1.44
hold reg to reg | weight_cycle[1] | weight_cycle[1] | 0.52
Power and IR drop assume default switching activity.
