==> flow/design.v <==
module conv_layer_input_interface(	
	clk,
	rst_n,
	enable,
	pixel_in,
	cmd,
	ack,
	current_state,
	rom_addr,
	out_kernel_port
);
parameter	WIDTH				=	32;
parameter	KERNEL_SIZE			=	3;	 
parameter	IMAGE_SIZE			=	8;
parameter	ARRAY_SIZE			=	6;
parameter	ADDR_WIDTH			=	6;
parameter	ROM_DEPTH			=	64;
parameter	STATE_INIT			=	3'd0;
parameter	STATE_PRELOAD		=	3'd1;	
parameter	STATE_ROW_0			=	3'd2;
parameter	STATE_ROW_1			=	3'd3;
parameter	STATE_ROW_2			=	3'd4;
parameter	STATE_BIAS			=	3'd5;
parameter	STATE_LOAD			=	3'd6;
parameter	STATE_IDLE			=	3'd7;
parameter	ACK_IDLE			=	2'd0;
parameter	ACK_PRELOAD_FIN		=	2'd1;
parameter	ACK_SHIFT_FIN		=	2'd2;
parameter	ACK_LOAD_FIN		=	2'd3;
parameter	CMD_IDLE			=	2'd0;
parameter	CMD_PRELOAD_START	=	2'd1;
parameter	CMD_SHIFT_START		=	2'd2;
parameter	CMD_LOAD_START		=	2'd3;
parameter	FLOAT32_ONE			=	32'h3F800000;
input					clk;
input					rst_n;
input					enable;
input	[WIDTH-1:0]		pixel_in;
input	[1:0]			cmd;
output	[ARRAY_SIZE*WIDTH-1:0]	out_kernel_port;
reg		[IMAGE_SIZE*WIDTH-1:0]	out_kernel_port_reg;
assign	out_kernel_port		=	out_kernel_port_reg[IMAGE_SIZE*WIDTH-1:(IMAGE_SIZE-ARRAY_SIZE)*WIDTH];
output	[ADDR_WIDTH-1:0] 	rom_addr;
reg		[ADDR_WIDTH-1:0] 	rom_addr;
output	[2:0]				current_state;
reg		[2:0]				current_state;
reg		[2:0]				next_state;
reg		[2:0]				last_state;
reg		[4:0]				read_index;
reg		[1:0]				shift_idx;
reg		[1:0]				preload_cycle;
output	[1:0]				ack; 
reg		[1:0]				ack; 
reg		[IMAGE_SIZE*WIDTH-1:0]		cache_array_0;	
reg		[IMAGE_SIZE*WIDTH-1:0]		cache_array_1;	
reg		[IMAGE_SIZE*WIDTH-1:0]		cache_array_2;	
always @(posedge clk, negedge rst_n) begin
	if(!rst_n) 
		current_state	<=	STATE_INIT;
	else begin
		if (enable)
			current_state	<=	next_state;
		else
			current_state	<= 	current_state;
	end
end
always @(current_state, read_index, shift_idx, preload_cycle,cmd) begin
		case (current_state)	
			STATE_INIT: begin 
				if ( cmd == CMD_PRELOAD_START )
					next_state	=	STATE_PRELOAD;
				else
					next_state	=	STATE_INIT;
			end
			STATE_PRELOAD: begin
				if ( cmd == CMD_SHIFT_START ) 
					next_state	=	STATE_ROW_0;
				else begin
					if ( preload_cycle < 2'b11)
						next_state	=	STATE_PRELOAD;
					else
						next_state	=	STATE_IDLE;
				end
			end
			STATE_ROW_0: 
				if (shift_idx	== 	2'b10)
					next_state	=	STATE_ROW_1;
				else
					next_state	=	STATE_ROW_0;
			STATE_ROW_1: 
				if (shift_idx	== 	2'b10)
					next_state	=	STATE_ROW_2;
				else
					next_state	=	STATE_ROW_1;							
			STATE_ROW_2: 
				if (shift_idx	== 	2'b10)
					next_state	=	STATE_BIAS;
				else
					next_state	=	STATE_ROW_2;				
			STATE_BIAS: 
				if ( cmd == CMD_LOAD_START )
					next_state 	= 	STATE_LOAD;
				else if (cmd == CMD_SHIFT_START )
					next_state 	=	STATE_ROW_0;
				else
					next_state	=	STATE_IDLE;
			STATE_LOAD: 
				if ( read_index == 5'd7 )
					next_state	=	STATE_IDLE;
				else if ( cmd == CMD_SHIFT_START )
					next_state	=	STATE_ROW_0;				 
				else
					next_state	=	STATE_LOAD;
			STATE_IDLE: 
				if ( cmd == CMD_SHIFT_START)
					next_state	=	STATE_ROW_0;
				else if ( cmd == CMD_LOAD_START )
					next_state	=	STATE_LOAD;
				else if ( cmd == CMD_PRELOAD_START)
					next_state	=	STATE_PRELOAD;
				else
					next_state	=	STATE_IDLE;
			default: 
				next_state	=	current_state;
		endcase
end
always @(posedge clk, negedge rst_n) begin
	if(!rst_n)
		preload_cycle		<=	2'b0;
	else if (current_state == STATE_PRELOAD) begin
		if (read_index == 5'd7)
			preload_cycle	<=	preload_cycle + 1'b1;
		else
			preload_cycle	<=	preload_cycle;
	end
	else if (preload_cycle	==	2'b11)
		preload_cycle	<=	2'b0;
	else
		preload_cycle 	<=	preload_cycle;
end
always @(posedge clk, negedge rst_n) begin
	if(!rst_n) 
		ack		<=	ACK_IDLE;
	else begin
		case (current_state)
			STATE_INIT: 
				ack	<=	ACK_IDLE;
			STATE_PRELOAD: 
				if ( preload_cycle == 2'b11)
					ack	<=	ACK_PRELOAD_FIN;
				else
					ack	<=	ACK_IDLE;
			STATE_ROW_0: 
				ack		<=	ACK_IDLE;			
			STATE_ROW_1: 
				ack		<=	ACK_IDLE;			
			STATE_ROW_2: 
				ack		<=	ACK_IDLE;	
			STATE_BIAS: 
				ack		<=	ACK_SHIFT_FIN;
			STATE_LOAD: 
				if (read_index == 5'd7 )			
					ack		<=	ACK_LOAD_FIN;
				else
					ack		<=	ACK_IDLE;
			STATE_IDLE: 
				ack		<=	ACK_IDLE;
			default: 
				ack		<=	ACK_IDLE;
		endcase
	end
end	
always @(posedge clk, negedge rst_n) begin
	if(!rst_n) 
		rom_addr		<=	6'b0;
	else begin
		case (current_state)
			STATE_INIT: 
				rom_addr	<=	6'b0;
			STATE_PRELOAD: 
				if (read_index < 5'd8)
					rom_addr	<=	rom_addr + 1'b1;
				else
					rom_addr	<=	rom_addr;
			STATE_ROW_0: 
				rom_addr	<=	rom_addr;
			STATE_ROW_1: 
				rom_addr	<=	rom_addr;
			STATE_ROW_2: 
				rom_addr	<=	rom_addr;	
			STATE_BIAS: 
				rom_addr	<=	rom_addr;
			STATE_LOAD: 
				rom_addr	<=	rom_addr + 1'b1;
			STATE_IDLE: 
				rom_addr	<=	rom_addr;	
			default: 
				rom_addr	<=	rom_addr;
		endcase
	end
end		
always @(posedge clk, negedge rst_n) begin
	if(!rst_n) 
		read_index <=	5'b0;
	else begin
		case (current_state)
			STATE_INIT: 
				read_index	<=	5'b0;
			STATE_PRELOAD: 
				if (read_index == 5'd8)
					read_index	<=	5'b0;
				else
					read_index	<=	read_index + 1'b1;
			STATE_ROW_0: 
				read_index	<=	read_index;					
			STATE_ROW_1: 
				read_index	<=	read_index;
			STATE_ROW_2: 
				read_index	<=	read_index;
			STATE_BIAS: 
				read_index	<=	read_index;
			STATE_LOAD: 
				if (read_index == 5'd7)
					read_index	<=	5'b0;
				else
					read_index	<=	read_index + 1'b1;
			STATE_IDLE: 
				read_index	<=	read_index;			
			default: 
				read_index	<=	read_index;
		endcase
	end
end
always @(posedge clk, negedge rst_n) begin
	if(!rst_n) 
		shift_idx			<=	2'b0;
	else begin
		case (current_state)
			STATE_INIT: 
				shift_idx	<=	2'b0;
			STATE_PRELOAD: 
				shift_idx	<=	2'b0;
			STATE_ROW_0: 
				if (shift_idx == 2'b10)
					shift_idx	<=	2'b0;
				else
					shift_idx	<=	shift_idx + 2'b1;
			STATE_ROW_1: 
				if (shift_idx == 2'b10)
					shift_idx	<=	2'b0;
				else
					shift_idx	<=	shift_idx + 2'b1;
			STATE_ROW_2: 
				if (shift_idx == 2'b10)
					shift_idx	<=	2'b0;
				else
					shift_idx	<=	shift_idx + 2'b1;
			STATE_BIAS: 
				shift_idx	<=	shift_idx;
			STATE_LOAD: 
				shift_idx	<=	shift_idx;
			STATE_IDLE: 
				shift_idx	<=	shift_idx;			
			default:
				shift_idx	<=	shift_idx;
		endcase
	end
end
always @(posedge clk, negedge rst_n) begin
	if(!rst_n) 
		cache_array_0	<=	{8{32'h0}};
	else begin
		case (current_state)
			STATE_INIT: 
				cache_array_0	<=	{8{32'h0}};			
			STATE_PRELOAD: 
				if (preload_cycle < 2'd3) begin				
					if (read_index == 5'd8) 
						cache_array_0	<=	cache_array_1;
					else 
						cache_array_0	<=	cache_array_0;
				end
			STATE_ROW_0: 
				cache_array_0	<=	cache_array_0;		
			STATE_ROW_1: 
				cache_array_0	<=	cache_array_0;				
			STATE_ROW_2: 
				cache_array_0	<=	cache_array_0;	
			STATE_BIAS: 
				cache_array_0	<=	cache_array_0;
			STATE_LOAD: 
				if (read_index == 5'b0) 
					cache_array_0	<=	cache_array_1;				
				else 
					cache_array_0	<=	cache_array_0;
			STATE_IDLE: 
				cache_array_0	<=	cache_array_0;			
			default: 
				cache_array_0	<=	cache_array_0;
		endcase
	end
end		
always @(posedge clk, negedge rst_n) begin
	if(!rst_n) begin
		cache_array_1	<=	{8{32'h0}};
	end
	else begin
		case (current_state)
			STATE_INIT: begin
				cache_array_1	<=	{8{32'h0}};			
			end	
			STATE_PRELOAD: begin
				if (preload_cycle < 2'd3) begin			
					if (read_index == 5'd8) begin			
						cache_array_1	<=	cache_array_2;
					end
					else begin
						cache_array_1	<=	cache_array_1;
					end
				end
			end			
			STATE_ROW_0: begin
				cache_array_1	<=	cache_array_1;		
			end				
			STATE_ROW_1: begin
				cache_array_1	<=	cache_array_1;	
			end
			STATE_ROW_2: begin
				cache_array_1	<=	cache_array_1;	
			end
			STATE_BIAS: begin
				cache_array_1	<=	cache_array_1;	
			end
			STATE_LOAD: begin
				if (read_index == 5'b0) begin			
					cache_array_1	<=	cache_array_2;
				end
				else begin
					cache_array_1	<=	cache_array_1;
				end
			end
			STATE_IDLE: begin
				cache_array_1	<=	cache_array_1;
			end			
			default: begin
				cache_array_1	<=	cache_array_1;
			end
		endcase
	end
end	
always @(posedge clk, negedge rst_n) begin
	if(!rst_n) 
		cache_array_2	<=	{8{32'h0}};
	else begin
		case (current_state)
			STATE_INIT: 
				cache_array_2	<=	{8{32'h0}};			
			STATE_PRELOAD: 
				case (read_index)
					5'd0: 	cache_array_2[8*WIDTH-1:7*WIDTH]	<=	pixel_in;
					5'd1: 	cache_array_2[7*WIDTH-1:6*WIDTH]	<=	pixel_in;
					5'd2: 	cache_array_2[6*WIDTH-1:5*WIDTH]	<=	pixel_in;
					5'd3: 	cache_array_2[5*WIDTH-1:4*WIDTH]	<=	pixel_in;
					5'd4: 	cache_array_2[4*WIDTH-1:3*WIDTH]	<=	pixel_in;
					5'd5: 	cache_array_2[3*WIDTH-1:2*WIDTH]	<=	pixel_in;
					5'd6: 	cache_array_2[2*WIDTH-1:1*WIDTH]	<=	pixel_in;
					5'd7: 	cache_array_2[1*WIDTH-1:0]			<=	pixel_in;
					default:       
						cache_array_2	<=	cache_array_2;					
				endcase
			STATE_ROW_0:   
				cache_array_2	<=	cache_array_2;
			STATE_ROW_1:      
				cache_array_2	<=	cache_array_2;		
			STATE_ROW_2: 
				cache_array_2	<=	cache_array_2;		
			STATE_BIAS: 
				cache_array_2	<=	cache_array_2;	
			STATE_LOAD: 
				case (read_index)
					5'd0: 	cache_array_2[8*WIDTH-1:7*WIDTH]	<=	pixel_in;
					5'd1: 	cache_array_2[7*WIDTH-1:6*WIDTH]	<=	pixel_in;
					5'd2: 	cache_array_2[6*WIDTH-1:5*WIDTH]	<=	pixel_in;
					5'd3: 	cache_array_2[5*WIDTH-1:4*WIDTH]	<=	pixel_in;
					5'd4: 	cache_array_2[4*WIDTH-1:3*WIDTH]	<=	pixel_in;
					5'd5: 	cache_array_2[3*WIDTH-1:2*WIDTH]	<=	pixel_in;
					5'd6: 	cache_array_2[2*WIDTH-1:1*WIDTH]	<=	pixel_in;
					5'd7: 	cache_array_2[1*WIDTH-1:0]			<=	pixel_in;
					default:       
						cache_array_2	<=	cache_array_2;
				endcase
			STATE_IDLE: 
				cache_array_2	<=	cache_array_2;			
			default: 
				cache_array_2	<=	cache_array_2;
		endcase
	end
end
always @(posedge clk, negedge rst_n) begin
	if(!rst_n) begin
		out_kernel_port_reg <=	{8{32'h0}};
	end
	else begin
		case (current_state)
			STATE_INIT: begin
				out_kernel_port_reg <=	{8{32'h0}};
			end
			STATE_PRELOAD: begin
				out_kernel_port_reg <=	{8{32'h0}};
			end
			STATE_ROW_0: begin
				if (shift_idx == 2'b00) begin
					out_kernel_port_reg	<=	cache_array_0;
				end
				else begin
					out_kernel_port_reg[IMAGE_SIZE*WIDTH-1:WIDTH] <= out_kernel_port_reg[(IMAGE_SIZE-1)*WIDTH-1:0];
				end
			end
			STATE_ROW_1: begin
				if (shift_idx == 2'b00) begin
					out_kernel_port_reg	<=	cache_array_1;							
				end
				else begin
					out_kernel_port_reg[IMAGE_SIZE*WIDTH-1:WIDTH] <= out_kernel_port_reg[(IMAGE_SIZE-1)*WIDTH-1:0];
				end
			end
			STATE_ROW_2: begin
				if (shift_idx == 2'b00) begin
					out_kernel_port_reg	<=	cache_array_2;							
				end
				else begin
					out_kernel_port_reg[IMAGE_SIZE*WIDTH-1:WIDTH] <= out_kernel_port_reg[(IMAGE_SIZE-1)*WIDTH-1:0];
				end
			end	
			STATE_BIAS: begin
					out_kernel_port_reg	<=	{ 8 {FLOAT32_ONE}};
			end
			STATE_LOAD: begin
					out_kernel_port_reg <=	{8{32'h0}};
			end									
			STATE_IDLE: begin
					out_kernel_port_reg <=	{8{32'h0}};
			end							
			default: begin
				out_kernel_port_reg	<=	out_kernel_port_reg;				
			end
		endcase
	end
end
endmodule
==> flow/run.sh <==
#!/bin/bash
# OpenROAD 26Q1-2900-gdf79404cd8, Yosys 0.63+post, stock flow scripts
make -C /OpenROAD-flow-scripts/flow DESIGN_CONFIG=/design/flow/config.mk WORK_HOME=/design/flow/orfs finish
==> flow/config.mk <==
export PLATFORM = sky130hd
export DESIGN_NAME = conv_layer_input_interface
export DESIGN_NICKNAME = conv_layer_input_interface
export VERILOG_FILES = /design/flow/design.v
export SDC_FILE = /design/flow/constraint.sdc
export NUM_CORES = 4
export LEC_CHECK = 1
export CORE_UTILIZATION = 50
==> flow/constraint.sdc <==
current_design conv_layer_input_interface

set clk_period 128.8
set clk_io_pct 0.2

create_clock -name clk0 -period $clk_period [get_ports {clk}]

set non_clock_inputs [all_inputs -no_clocks]
set_input_delay [expr $clk_period * $clk_io_pct] -clock clk0 $non_clock_inputs
set_output_delay [expr $clk_period * $clk_io_pct] -clock clk0 [all_outputs]
==> qor_table.md <==
| Quantity | Value | Unit |
|---|---|---|
| Total number of placement rows | 115 | - |
| Register bit total from synthesis | 1,044 | - |
| Share of the yosys chip area belonging to registers | 52.1 | % |
| Start point of the critical path | rst_n | - |
| Share of the cycle needed by the critical path after routing | 21.9 | % |
| Setup TNS | 0 | ns |
| Synth area leaders | sky130_fd_sc_hd__dfrtp_1 52%, sky130_fd_sc_hd__mux2i_1 5.8%, sky130_fd_sc_hd__mux2_4 5.7% | - |
| Placeable core area | 98,900 | um2 |
| Hold bufs inserted after CTS | 0 | - |
| Average instance area after synthesis | 11.0 | um2 |
| Switching part of the total | 39.2 | % |
| WP data required | 129.54 | ns |
| Per-cell via count in the routed design | 5.73 | - |
| Post-layout worst setup margin | 100.56 | ns |
| Count of antenna-violating nets left after detailed routing | 0 | - |
| Logic area | 19,400 | um2 |
| Number of max-cap violations | 0 | - |
| Timing endpoint of the critical path | cache_array_0[11]$_DFFE_PN0P_ | - |
| Routed via count | 33,300 | - |
| Highest Clock Rate | 35.4 | MHz |
| # resized after CTS | 0 | - |
| Cell depth of the worst flop-to-flop path | 8 | - |
| GRT Total Usage | 28.3 | % |
| Max Root-Sink Buffers | 3 | - |
| Peak fanout along the critical path | 121 | - |
| Number of max-slew violations in the final report | 0 | - |
| Gate Count Post-Synth | 4,540 | - |
| Worst slew margin | 34.3 | % |
| TritonCTS Buffers | 112 | - |
| Estimated wirelength of the detail-placed design | 76,500 | um |
| Pre-CTS WS | 99.66 | ns |
| Master cell of the clock root buffer | sky130_fd_sc_hd__clkbuf_16 | - |
| Routed length on met3 | 10,200 | um |
| Met2 wire len | 61,900 | um |
| Fraction of the core area occupied by cells at floorplan | 50.7 | % |
| Maximum vdd ir drop | 0.0190 | mV |
| Post-detailed-routing wire length | 135,000 | um |
| Number of fill cells | 8,106 | - |
| RSZ-0062 raised after global routing | false | - |
| Num ports | 240 | - |
| Flop2flop setup slack | 123.71 | ns |
| Chip Footprint | 102,000 | um2 |
| Part of the power in the clock network | 24.5 | % |
| Average wire per standard cell | 23.2 | um |
| Tool warning count | 37 | - |
| Maximum number of pins on one net before global-route repair | 122 | - |
| Total iterations of the first detailed-routing run | 5 | - |
| Sequential cell area in the final layout | 26,100 | um2 |
| Detailed Route Iter0 Violations | 2,245 | - |
| Initial antenna violation count | 6 | - |
| Later-pin clock latency in the skew report | 0.70 | ns |
| Placement-stage cell area | 51,300 | um2 |
| Final min period | 28.24 | ns |
| TritonCTS Sinks | 1,044 | - |
| Design area | 55,400 | um2 |
| Number of distinct library cell variants in the gate-level netlist after synthesis | 60 | - |
| Post-synth area from yosys stat | 50,100 | um2 |
| Data arrival time of the critical path | 28.98 | ns |
| Number of buffer cells added on primary ports | 239 | - |
| Dominant cell type by area after synthesis | sky130_fd_sc_hd__dfrtp_1 | - |
| H-tree depth | 3 | - |
| Capture instance of the worst register-to-register path | cache_array_0[29]$_DFFE_PN0P_ | - |
| CTS tree | yes | - |
| Setup Buffers After CTS | 0 | - |
| Setup violations, final | 0 | - |
| Sum of routed wire segments on met1 | 58,500 | um |
| Worst setup EP type | async pin | - |
| Most used flip-flop cell after synthesis | sky130_fd_sc_hd__dfrtp_1 | - |
| Cell-internal power | 0.864 | mW |
| First-pass GRT wire length | 209,000 | um |
| Flop pwr share | 35.9 | % |
| Post-route core utilization | 56.0 | % |
| Number of failing hold endpoints at the final stage | 0 | - |
| Run status | finished clean | - |
| Kind of start point of the critical path | input port | - |
| DR DRC count | 0 | - |
| Layout Area Growth over Synthesis | 10.4 | % |
| Synthesized cell area | 50,100 | um2 |
| Overall die height | 319 | um |
| Die width | 319 | um |
| Worst clock skew on the final layout | 0.0240 | ns |
| Share of Yosys cell area claimed by the top area cell type | 52.1 | % |
| Number of enable flip-flop cells | 0 | - |
| Start-to-end type of the worst setup path | input port to async pin | - |
| Number of global-route vias before repair | 33,800 | - |
| Fraction of registers with async set or reset after synthesis | 100 | % |
| Number of warnings printed during yosys synthesis | 1 | - |
| Remaining Overflow, GRT | 0 | - |
| Startpoint of the most critical register-to-register path | current_state[1]$_DFFE_PN0P_ | - |
| Routability cong. | 0.825 | - |
| Net switching component of the power | 0.558 | mW |
| Share of total power in combinational logic | 39.5 | % |
| Least-Margin Pin Slew | 0.984 | ns |
| DR top layer | met4 | - |
| Clk pin slew, worst setup/hold paths | 0.06 | ns |
| Share of post-route cells with drive strength above 1 | 16.1 | % |
| Class of the worst hold path | flip-flop to flip-flop | - |
| Static leakage power | 24.1 | nW |
| Cell area power density | 25.7 | nW/um2 |
| Yosys cell count | 4,540 | - |
==> cell families (layout without fill, tap and decap cells) <==
kind of cell | Yosys count | after routing | synth area share (%)
buffers and inverters | 821 | 802 | 9.26
other | 0 | 3 | 0
AND-OR/OR-AND | 936 | 936 | 11.6
multiplexers | 833 | 833 | 19.4
flip-flops | 1044 | 1044 | 52.1
AND/OR/NAND/NOR | 897 | 897 | 7.42
adder cells (fa/ha/maj) | 9 | 9 | 0.225
==> critical path, cell delays in order <==
cell                     delay, ns
sky130_fd_sc_hd__buf_8        0.45
sky130_fd_sc_hd__buf_12       0.57
sky130_fd_sc_hd__buf_4        0.61
sky130_fd_sc_hd__buf_4        0.67
sky130_fd_sc_hd__buf_4        0.68
==> final cells by class <==
cell class	instances	share of cell area, %
repair buffers	332	5.68
clock buffers	146	5.71
well taps	1287	2.91
diodes	3	0.0136
flip-flops and latches	1044	47.2
multi-input cells	2675	35.1
clock inverters	61	1.58
inverters	263	1.78
==> per-stage QoR <==
| stage | power [mW] | cells | hold WS [ns] |
|---|---|---|---|
| after floorplan | 0.910 | 4540 | 0.433 |
| after global placement | 1.07 | 5601 | 0.438 |
| after detailed placement | 1.08 | 5601 | 0.445 |
| after CTS | 1.43 | 5808 | 0.454 |
| after global routing | 1.50 | 5810 | 0.464 |
| final | 1.42 | 5811 | 0.449 |
==> power by group through the flow <==
stage | clock, mW | combinational [mW] | sequential [mW]
4_1_cts | 0.356 | 0.563 | 0.512
5_1_grt | 0.368 | 0.609 | 0.525
6_report | 0.349 | 0.562 | 0.511
==> cell usage after synthesis (58+ instances only) <==
library cell	n
sky130_fd_sc_hd__a21oi_1	458
sky130_fd_sc_hd__buf_2	113
sky130_fd_sc_hd__buf_4	229
sky130_fd_sc_hd__clkbuf_1	144
sky130_fd_sc_hd__dfrtp_1	1044
sky130_fd_sc_hd__inv_1	263
sky130_fd_sc_hd__mux2_1	136
sky130_fd_sc_hd__mux2_2	218
sky130_fd_sc_hd__mux2_4	190
sky130_fd_sc_hd__mux2i_1	289
sky130_fd_sc_hd__nand2_1	475
sky130_fd_sc_hd__nand3_1	58
sky130_fd_sc_hd__nor2_1	270
sky130_fd_sc_hd__o21ai_0	191
sky130_fd_sc_hd__o2bb2ai_1	187
==> placed cells by master (no fill, tap or decap), types with 4 or more instances in the layout <==
cell type / n
sky130_fd_sc_hd__clkdlybuf4s50_1: 238
sky130_fd_sc_hd__clkbuf_8: 21
sky130_fd_sc_hd__clkinv_2: 26
sky130_fd_sc_hd__buf_4: 89
sky130_fd_sc_hd__clkinvlp_4: 8
sky130_fd_sc_hd__ha_1: 9
sky130_fd_sc_hd__nand2b_1: 5
sky130_fd_sc_hd__inv_1: 263
sky130_fd_sc_hd__o21ai_0: 191
sky130_fd_sc_hd__mux2_2: 218
sky130_fd_sc_hd__clkbuf_16: 113
sky130_fd_sc_hd__o2111a_1: 13
sky130_fd_sc_hd__nand2_1: 473
sky130_fd_sc_hd__clkbuf_1: 12
sky130_fd_sc_hd__o21ai_4: 7
sky130_fd_sc_hd__buf_12: 4
sky130_fd_sc_hd__nor2_1: 270
sky130_fd_sc_hd__mux2_1: 136
sky130_fd_sc_hd__nand3_1: 58
sky130_fd_sc_hd__o2bb2ai_1: 187
sky130_fd_sc_hd__a21oi_1: 458
sky130_fd_sc_hd__dfrtp_1: 1042
sky130_fd_sc_hd__mux2_4: 190
sky130_fd_sc_hd__or3_1: 31
sky130_fd_sc_hd__and2_1: 11
sky130_fd_sc_hd__o22ai_1: 10
sky130_fd_sc_hd__mux2i_1: 289
sky130_fd_sc_hd__and2_0: 21
sky130_fd_sc_hd__bufinv_16: 19
sky130_fd_sc_hd__o31a_1: 49
sky130_fd_sc_hd__a22o_1: 4
==> layer usage <==
layer	global-route usage [%]	vias to the layer above
li1	-	15100
met1	42.8	17100
met2	41.8	940
met3	8.20	197
met4	7.84	0
met5	0	-
==> how the worst min path moves through the flow <==
stage | startpoint | to | slack (ns) | depth (start not counted)
4_1_cts | out_kernel_port_reg[44]$_DFF_PN0_ | out_kernel_port_reg[76]$_DFF_PN0_ | 0.45 | 1
6_report | out_kernel_port_reg[45]$_DFF_PN0_ | out_kernel_port_reg[77]$_DFF_PN0_ | 0.45 | 1
5_1_grt | out_kernel_port_reg[44]$_DFF_PN0_ | out_kernel_port_reg[76]$_DFF_PN0_ | 0.46 | 1
Power is estimated from default activity; no workload was simulated.
